### design/flow/run.sh
#!/bin/bash
# OpenROAD 26Q1-2900-gdf79404cd8, Yosys 0.63+post, stock flow scripts
make -C /OpenROAD-flow-scripts/flow DESIGN_CONFIG=/design/flow/config.mk WORK_HOME=/design/flow/orfs finish
### design/flow/config.mk
export PLATFORM = sky130hd
export DESIGN_NAME = ProcessMod
export DESIGN_NICKNAME = ProcessMod
export VERILOG_FILES = /design/flow/design.v
export SDC_FILE = /design/flow/constraint.sdc
export NUM_CORES = 4
export LEC_CHECK = 1
export CORE_UTILIZATION = 30
### design/flow/constraint.sdc
current_design ProcessMod

set clk_period 1.0
set clk_io_pct 0.2

create_clock -name clk0 -period $clk_period [get_ports {clock}]

set non_clock_inputs [all_inputs -no_clocks]
set_input_delay [expr $clk_period * $clk_io_pct] -clock clk0 $non_clock_inputs
set_output_delay [expr $clk_period * $clk_io_pct] -clock clk0 [all_outputs]
### design/flow/design.v
`timescale 1ns / 1ps
module FreqMod(
    input signed [17:0] audio_in,  
    input ready,
    input clock,  
    input reset,
    input [7:0] controls,
    output reg signed [17:0] audio_out,  
    output reg [7:0] freq1,
    output reg [7:0] freq2,
    output reg [7:0] freq3,
    output reg [7:0] freq4,
    output reg [7:0] freq5,
    output reg [7:0] freq6,
    output reg [7:0] freq7
    );
	wire signed [17:0] full_freq1;
	wire signed [17:0] full_freq2;
	wire signed [17:0] full_freq3;
	wire signed [17:0] full_freq4;
	wire signed [17:0] full_freq5;
	wire signed [17:0] full_freq6;
	wire signed [17:0] full_freq7;
	wire signed [9:0] coeff1;
	wire signed [9:0] coeff2;
	wire signed [9:0] coeff3;
	wire signed [9:0] coeff4;
	wire signed [9:0] coeff5;
	wire signed [9:0] coeff6;
	wire signed [9:0] coeff7;
	coeffs_below80Hz coeffs1 (.index(index),.coeff(coeff1));
	coeffs31 coeffs2 (.index(index),.coeff(coeff2));  
	coeffs31 coeffs3 (.index(index),.coeff(coeff3));  
	coeffs31 coeffs4 (.index(index),.coeff(coeff4));  
	coeffs31 coeffs5 (.index(index),.coeff(coeff5));  
	coeffs31 coeffs6 (.index(index),.coeff(coeff6));  
	coeffs31 coeffs7 (.index(index),.coeff(coeff7));  
	fir31 filter1 (.clock(clock),.reset(reset),.ready(ready),.coeff(coeff1),
					.x(audio_in[17:10]),.y(full_freq1));
	fir31 filter2 (.clock(clock),.reset(reset),.ready(ready),.coeff(coeff2),
					.x(audio_in[17:10]),.y(full_freq2));
	fir31 filter3 (.clock(clock),.reset(reset),.ready(ready),.coeff(coeff3),
					.x(audio_in[17:10]),.y(full_freq3));
	fir31 filter4 (.clock(clock),.reset(reset),.ready(ready),.coeff(coeff4),
					.x(audio_in[17:10]),.y(full_freq4));
	fir31 filter5 (.clock(clock),.reset(reset),.ready(ready),.coeff(coeff5),
					.x(audio_in[17:10]),.y(full_freq5));
	fir31 filter6 (.clock(clock),.reset(reset),.ready(ready),.coeff(coeff6),
					.x(audio_in[17:10]),.y(full_freq6));
	fir31 filter7 (.clock(clock),.reset(reset),.ready(ready),.coeff(coeff7),
					.x(audio_in[17:10]),.y(full_freq7));
	always@(posedge clock) begin
		if(reset) begin
			audio_out<=18'b00_0000_0000_0000_0000;
			freq1<=8'b0000_0000;
			freq2<=8'b0000_0000;
			freq3<=8'b0000_0000;
			freq4<=8'b0000_0000;
			freq5<=8'b0000_0000;
			freq6<=8'b0000_0000;
			freq7<=8'b0000_0000;	
		end
		else if(ready) begin
			audio_out<=audio_in;
			freq1<=8'b0000_0000;
			freq2<=8'b0000_0000;
			freq3<=8'b0000_0000;
			freq4<=8'b0000_0000;
			freq5<=8'b0000_0000;
			freq6<=8'b0000_0000;
			freq7<=8'b0000_0000;
		end
	end
endmodule
`timescale 1ns / 1ps
module ProcessMod(
    input [17:0] l_audio_in,
	 input [17:0] r_audio_in,
    input ready,
    input clock,
    input reset,
    input [7:0] f_controls,
	 input [7:0] t_controls,
    output [17:0] l_audio_out,
	 output [17:0] r_audio_out,
    output [7:0] freq1,
    output [7:0] freq2,
    output [7:0] freq3,
    output [7:0] freq4,
    output [7:0] freq5,
    output [7:0] freq6,
    output [7:0] freq7
    );
	wire [17:0] l_f_aud_out;
	wire [17:0] r_f_aud_out;
	wire [7:0] l_f_f1_out;
	wire [7:0] l_f_f2_out;
	wire [7:0] l_f_f3_out;
	wire [7:0] l_f_f4_out;
	wire [7:0] l_f_f5_out;
	wire [7:0] l_f_f6_out;
	wire [7:0] l_f_f7_out;
	wire [7:0] r_f_f1_out;
	wire [7:0] r_f_f2_out;
	wire [7:0] r_f_f3_out;
	wire [7:0] r_f_f4_out;
	wire [7:0] r_f_f5_out;
	wire [7:0] r_f_f6_out;
	wire [7:0] r_f_f7_out;
	FreqMod FreqL(.audio_in(l_audio_in),.ready(ready),.clock(clock),
						.reset(reset),.controls(f_controls),.audio_out(l_f_aud_out),
						.freq1(l_f_f1_out),.freq2(l_f_f2_out),.freq3(l_f_f3_out),
						.freq4(l_f_f4_out),.freq5(l_f_f5_out),.freq6(l_f_f6_out),
						.freq7(l_f_f7_out));
	FreqMod FreqR(.audio_in(r_audio_in),.ready(ready),.clock(clock),
						.reset(reset),.controls(f_controls),.audio_out(r_f_aud_out),
						.freq1(r_f_f1_out),.freq2(r_f_f2_out),.freq3(r_f_f3_out),
						.freq4(r_f_f4_out),.freq5(r_f_f5_out),.freq6(r_f_f6_out),
						.freq7(r_f_f7_out));
	TimeMod TimeL(.audio_in(l_f_aud_out),.ready(ready),.clock(clock),
					  .reset(reset),.controls(t_controls),.audio_out(l_audio_out));
	TimeMod TimeR(.audio_in(r_f_aud_out),.ready(ready),.clock(clock),
					  .reset(reset),.controls(t_controls),.audio_out(r_audio_out));
endmodule
`timescale 1ns / 1ps
module TimeMod(
    input [17:0] audio_in,
    input ready,
    input clock,
    input reset,
    input [7:0] controls,
    output reg [17:0] audio_out
    );
	always@(posedge clock) begin
		if(reset) begin
			audio_out<=18'b00_0000_0000_0000_0000;	
		end
		else if(ready) begin
			audio_out<=audio_in;
		end
	end
endmodule
module fir31(  
  input wire clock,reset,ready,
  input wire signed [9:0] coeff,
  input wire signed [7:0] x,
  output reg signed [17:0] y
);
	reg signed [17:0] accumulator; 
	reg signed [7:0] sample [31:0];   
	reg [4:0] offset = 0;  
	reg [4:0] index = 0;
	reg active = 0;  
	reg done = 0;
	always @(posedge clock) begin
		if (reset == 1) begin
			accumulator <= 0;
			sample[0] <= 0;
			sample[1] <= 0;
			sample[2] <= 0;
			sample[3] <= 0;
			sample[4] <= 0;
			sample[5] <= 0;
			sample[6] <= 0;
			sample[7] <= 0;
			sample[8] <= 0;
			sample[9] <= 0;
			sample[10] <= 0;
			sample[11] <= 0;
			sample[12] <= 0;
			sample[13] <= 0;
			sample[14] <= 0;
			sample[15] <= 0;
			sample[16] <= 0;
			sample[17] <= 0;
			sample[18] <= 0;
			sample[19] <= 0;
			sample[20] <= 0;
			sample[21] <= 0;
			sample[22] <= 0;
			sample[23] <= 0;
			sample[24] <= 0;
			sample[25] <= 0;
			sample[26] <= 0;
			sample[27] <= 0;
			sample[28] <= 0;
			sample[29] <= 0;
			sample[30] <= 0;
			sample[31] <= 0;
			active <= 0;
			done <= 0;
			y <= 0;
		end
		if (ready == 1) begin  
			accumulator <= 0;
			offset <= offset +1; 
			index <= 0;
			active <= 1;
			done <= 0;
			sample[offset] <= x;
		end
		if (active == 1) begin  
			accumulator <= accumulator + coeff*sample[offset-index];  
			index <= index + 1;
			if (index == 31) begin
				active <= 0;
				y <= accumulator;
				done <= 1;
			end
		end
	end
endmodule
module coeffs31(
  input wire [4:0] index,
  output reg signed [9:0] coeff
);
  always @(index)
    case (index)
      5'd0:  coeff = -10'sd1;
      5'd1:  coeff = -10'sd1;
      5'd2:  coeff = -10'sd3;
      5'd3:  coeff = -10'sd5;
      5'd4:  coeff = -10'sd6;
      5'd5:  coeff = -10'sd7;
      5'd6:  coeff = -10'sd5;
      5'd7:  coeff = 10'sd0;
      5'd8:  coeff = 10'sd10;
      5'd9:  coeff = 10'sd26;
      5'd10: coeff = 10'sd46;
      5'd11: coeff = 10'sd69;
      5'd12: coeff = 10'sd91;
      5'd13: coeff = 10'sd110;
      5'd14: coeff = 10'sd123;
      5'd15: coeff = 10'sd128;
      5'd16: coeff = 10'sd123;
      5'd17: coeff = 10'sd110;
      5'd18: coeff = 10'sd91;
      5'd19: coeff = 10'sd69;
      5'd20: coeff = 10'sd46;
      5'd21: coeff = 10'sd26;
      5'd22: coeff = 10'sd10;
      5'd23: coeff = 10'sd0;
      5'd24: coeff = -10'sd5;
      5'd25: coeff = -10'sd7;
      5'd26: coeff = -10'sd6;
      5'd27: coeff = -10'sd5;
      5'd28: coeff = -10'sd3;
      5'd29: coeff = -10'sd1;
      5'd30: coeff = -10'sd1;
      default: coeff = 10'hXXX;
    endcase
endmodule
module coeffs_below80Hz(
  input wire [4:0] index,
  output reg signed [9:0] coeff
);
  always @(index)
    case (index)
      5'd0:  coeff = 10'sd5;
      5'd1:  coeff = 10'sd6;
      5'd2:  coeff = 10'sd8;
      5'd3:  coeff = 10'sd11;
      5'd4:  coeff = 10'sd15;
      5'd5:  coeff = 10'sd19;
      5'd6:  coeff = 10'sd25;
      5'd7:  coeff = 10'sd31;
      5'd8:  coeff = 10'sd37;
      5'd9:  coeff = 10'sd43;
      5'd10: coeff = 10'sd48;
      5'd11: coeff = 10'sd53;
      5'd12: coeff = 10'sd57;
      5'd13: coeff = 10'sd60;
      5'd14: coeff = 10'sd62;
      5'd15: coeff = 10'sd63;
      5'd16: coeff = 10'sd62;
      5'd17: coeff = 10'sd60;
      5'd18: coeff = 10'sd57;
      5'd19: coeff = 10'sd53;
      5'd20: coeff = 10'sd48;
      5'd21: coeff = 10'sd43;
      5'd22: coeff = 10'sd37;
      5'd23: coeff = 10'sd31;
      5'd24: coeff = 10'sd25;
      5'd25: coeff = 10'sd19;
      5'd26: coeff = 10'sd15;
      5'd27: coeff = 10'sd11;
      5'd28: coeff = 10'sd8;
      5'd29: coeff = 10'sd6;
      5'd30: coeff = 10'sd5;
      default: coeff = 10'hXXX;
    endcase
endmodule
==> results.txt <==
Implementation results.

The flop-to-flop setup slack is about 290 ps. The area reported by Yosys stat is about 0.0030 mm2. The minimum period implied by the final worst setup slack is 965 ps. After synthesis, the share of cell area in mux cells is a little under a quarter. The capture point of the worst register-to-register path is recorded as TimeR.audio_out[15]. Per the OpenROAD floorplan log, the area of the die is ~0.010 mm2. In this run the standard cell core region covers between 0.009 and 0.01 mm2. The average instance area after synthesis is 10.4 um2.

The critical path buffer and inverter count is 1. Clock latency on the worst-skew pair, taken at its later pin, is between 300 and 400 ps. The count of inserted antenna diode cells is 0.

The final-report hold violation count is 0. The detailed router finished its first iteration with 37 violations. The clock tree synthesis step divided the H-tree into 3 levels.

In the Yosys stats the netlist draws on 10 distinct library cells. The number of global-route vias before repair was 1594. The type of the setup path with the least slack is flip-flop to output pin. Per the detail_route log, the uppermost layer with routed signals is met4. Note, the detailed placer reported a final HPWL of roughly 3500 um.

In this run the cell area of the synthesized design comes to roughly 0.003 mm2. In this run the worst setup path terminates at l_audio_out[7]. The number of nets still failing antenna checks after routing is 0. The number of sinks driven by the clock tree is 72. Per the OpenROAD power report, leakage power amounts to around 0.0019 uW. For reference, compound AND-OR and OR-AND cells occupy 0% of the area reported after synthesis. The part of the cycle the worst path needs is between 90% and 100%. Global routing finished with a remaining overflow of 0. The source of the worst register-to-register timing path is TimeR.audio_out[15]. The clock-pin transition on the worst setup and hold timing paths is around 80 ps. The synthesized netlist devotes 0% of its cell area to adder and majority cells.

The power density normalized to cell area is around 1700 mW/mm2. Of all nets on the critical path, the largest fanout is 2. RePlAce ended its routability-driven mode at a weighted congestion of around 0.69. The most critical setup path has its startpoint at TimeL.audio_out[7]. The top cell family by delay on the critical path is flip-flops. Per the OpenROAD floorplan log, the height of the die is just over 100 um.

CTS added clock buffers totalling 9. The pin count of the biggest net entering global routing is about 43. The number of maximum-capacitance constraint violations is 0.

The initial antenna violation count is 0. The share of layout cells above drive strength 1 is 26.7%. The number of logic stages on the critical path including buffering is 1. Of the total synthesized cell area, the portion taken by XOR and XNOR cells is 0%. The worst-case setup margin in the final layout is between 30 and 40 ps. The largest total area in the synthesized netlist belongs to dfxtp_1. The final route contains 1919 vias. The timing-limited maximum frequency is a little over 1 GHz. Fill cells in the final layout number ~1000. Note that the worst hold path type here is input port to flip-flop.

The detailed route wirelength on metal2 is 2120 um. Per the detail_route report, vias per standard cell equal about 3.8. The run finished with clean final reports. The cell type of the slowest stage on the worst timing path is dfxtp_2. The cell depth of the worst hold path is 3.

Wire segments on met3 add up to between 400 and 500 um in the final route. The detailed-router iteration count before antenna repair is 4. Setup repair after global routing could not meet its margin everywhere. The basic-gate share of the synthesized area counting and, or, nand and nor cells is between 8 and 9%. According to the I/O placement log, the pin count is approximately 150. The number of rows in the core area is 36. The required time reported for the critical path endpoint is around 800 ps. The maximum root-to-sink buffer count is 2. Timing analysis after detailed placement gives a worst setup slack of -24.3 ps.

For the worst flop-to-flop path, the logic depth is 3. The portion of synthesized cell area occupied by the leading cell type is 48.0%. The TritonCTS clock tree is yes. The largest single stage delay on the critical path is roughly 320 ps.

OpenROAD emitted warnings numbering 42. By area the synthesized netlist is led by dfxtp_1 48%, mux2i_1 24%, buf_4 14%. The worst supply voltage drop on vdd is around 700 uV. The synthesized netlist was found by Yosys to have ~290 cells. The root buffer cell is clkbuf_8. The die is 102 um wide. After detailed routing, the average wire length per cell comes to between 9 and 10 um. The global-route usage over all layers is under 10%. The endpoint type of the worst setup path is an output pin. In the per-layer breakdown of the detailed-route log, met1 shows 2280 um. The fraction of the core area covered by cells at the end of the flow is between 30% and 40%. Max-slew check failures listed in the final report amount to 0. Setup violations remaining at the end of the flow were counted as 0. The clock skew is about 6.7 ps.

The wire length recorded after detailed routing is a little under 5000 um. The initial standard-cell utilization of the core is between 30 and 40%. Synthesis produced between 200 and 300 cells. The area added between synthesis and finish is 25.7%. The share of the Yosys chip area taken by registers is a little under half.

The post-synth register bit count is 72. For reference, the critical path cell chain is buf_2. STA puts the critical path data arrival time at 770 ps. The Yosys warning count is roughly 70.

The DRC violation total left in the routed layout is recorded as 0. The global-route wire length before repair is approximately 7300 um. Among the non-sequential cells, multiplexers take the most area. Buffers placed on the I/O ports in this run total around 74. The worst setup path is launched from a flip-flop.
## cell families after synthesis
| family | after synthesis |
|---|---|
| buffers and inverters | 72 |
| flip-flops | 72 |
| multiplexers | 72 |
| other | 1 |
| AND/OR/NAND/NOR | 72 |
## synthesized netlist by cell type
| library cell | n |
|---|---|
| buf_4 | 56 |
| nor2_1 | 72 |
| clkbuf_1 | 2 |
| dfxtp_1 | 72 |
| clkbuf_2 | 1 |
| buf_6 | 1 |
| buf_8 | 7 |
| conb_1 | 1 |
| buf_1 | 5 |
| mux2i_1 | 72 |
## per-stage QoR
| stage | area, um2 | hold slack, ps | power (uW) | cells | TNS, ps |
|---|---|---|---|---|---|
| 6_report | 3780 | 261 | 6320 | 504 | 0 |
| 5_1_grt | 3780 | 249 | 6620 | 504 | -70.6 |
| 4_1_cts | 3770 | 234 | 6460 | 503 | 0 |
| 3_5_place_dp | 3660 | 482 | 3770 | 486 | -48.3 |
| 3_3_place_gp | 3660 | 470 | 3750 | 486 | -0.260 |
| 2_1_floorplan | 3210 | 347 | 3610 | 344 | 0 |
## power by group
group          total (uW)  switching (uW)  internal (uW)
combinational         582             229            353
clock                2670            1030           1640
sequential           3070            60.4           3010
total                6320            1320           5000
## layer usage
layer / track usage (%) / vias to the layer above
met5: 0 / -
met4: 2.20 / 0
met3: 2.85 / 9
met2: 13.6 / 76
li1: - / 975
met1: 12.5 / 859
## sequential cells by signal, indices dropped and copies added, names as in the netlist
name and cells:
FreqR.audio_out 18, FreqL.audio_out 18, TimeR.audio_out 18, TimeL.audio_out 18
## layout by cell type, fill, tap and decap left out, drive strengths merged
cell type,count
bufinv,3
clkbuf,9
buf,48
dfxtp,72
clkinv,3
mux2i,72
conb,56
nor2,72
clkdlybuf4s50,36
## cell type report
type / count / area, um2 / area share (%)
Multi-Input combinational cell: 200 / 1200 / 31.8
Sequential cell: 72 / 1490 / 39.4
Clock inverter: 6 / 109 / 2.88
Clock buffer: 9 / 124 / 3.28
Tap cell: 133 / 166 / 4.41
Timing Repair Buffer: 84 / 691 / 18.3
## worst min-delay path by stage
stage / slack [ps] / startpoint / endpoint
after CTS: 230 / ready / TimeL.audio_out[12]
after global routing: 250 / ready / TimeL.audio_out[12]
final: 260 / ready / TimeL.audio_out[12]
## repair_timing
action,4_1_cts,5_1_grt
endpoints found under the setup margin,36,20
hold buffers,0,0
resized,144,0
setup buffers,2,1
pin swaps,0,0
Power figures rest on the tool's default switching activity, not on a simulated workload.
