$ cat /design/flow/design.v
module lab5audio (
  input wire clock_27mhz,
  input wire reset,
  input wire [4:0] volume,
  output wire [17:0] audio_in_data,
  input wire [17:0] audio_out_data,
  output wire ready,
  output reg audio_reset_b,    
  output wire ac97_sdata_out,
  input wire ac97_sdata_in,
  output wire ac97_synch,
  input wire ac97_bit_clock
);
  wire [7:0] command_address;
  wire [15:0] command_data;
  wire command_valid;
  wire [19:0] left_in_data, right_in_data;
  wire [19:0] left_out_data, right_out_data;
  reg [9:0] reset_count;
  always @(posedge clock_27mhz) begin
    if (reset) begin
      audio_reset_b = 1'b0;
      reset_count = 0;
    end else if (reset_count == 1023)
      audio_reset_b = 1'b1;
    else
      reset_count = reset_count+1;
  end
  wire ac97_ready;
  ac97 ac97(.ready(ac97_ready),
            .command_address(command_address),
            .command_data(command_data),
            .command_valid(command_valid),
            .left_data(left_out_data), .left_valid(1'b1),
            .right_data(right_out_data), .right_valid(1'b1),
            .left_in_data(left_in_data), .right_in_data(right_in_data),
            .ac97_sdata_out(ac97_sdata_out),
            .ac97_sdata_in(ac97_sdata_in),
            .ac97_synch(ac97_synch),
            .ac97_bit_clock(ac97_bit_clock));
  reg [2:0] ready_sync;
  always @ (posedge clock_27mhz) ready_sync <= {ready_sync[1:0], ac97_ready};
  assign ready = ready_sync[1] & ~ready_sync[2];
  reg [17:0] out_data;
  always @ (posedge clock_27mhz)
    if (ready) out_data <= audio_out_data;
  assign audio_in_data = left_in_data[19:2];
  assign left_out_data = {out_data, 2'b00};
  assign right_out_data = left_out_data;
  ac97commands cmds(.clock(clock_27mhz), .ready(ready),
                    .command_address(command_address),
                    .command_data(command_data),
                    .command_valid(command_valid),
                    .volume(volume),
                    .source(3'b000));      
endmodule
module ac97 (
  output reg ready,
  input wire [7:0] command_address,
  input wire [15:0] command_data,
  input wire command_valid,
  input wire [19:0] left_data,
  input wire left_valid,
  input wire [19:0] right_data,
  input wire right_valid,
  output reg [19:0] left_in_data, right_in_data,
  output reg ac97_sdata_out,
  input wire ac97_sdata_in,
  output reg ac97_synch,
  input wire ac97_bit_clock
);
  reg [7:0] bit_count;
  reg [19:0] l_cmd_addr;
  reg [19:0] l_cmd_data;
  reg [19:0] l_left_data, l_right_data;
  reg l_cmd_v, l_left_v, l_right_v;
  initial begin
    ready <= 1'b0;
    ac97_sdata_out <= 1'b0;
    ac97_synch <= 1'b0;
    bit_count <= 8'h00;
    l_cmd_v <= 1'b0;
    l_left_v <= 1'b0;
    l_right_v <= 1'b0;
    left_in_data <= 20'h00000;
    right_in_data <= 20'h00000;
  end
  always @(posedge ac97_bit_clock) begin
    if (bit_count == 255)
      ac97_synch <= 1'b1;
    if (bit_count == 15)
      ac97_synch <= 1'b0;
    if (bit_count == 128)
      ready <= 1'b1;
    if (bit_count == 2)
      ready <= 1'b0;
    if (bit_count == 255) begin
      l_cmd_addr <= {command_address, 12'h000};
      l_cmd_data <= {command_data, 4'h0};
      l_cmd_v <= command_valid;
      l_left_data <= left_data;
      l_left_v <= left_valid;
      l_right_data <= right_data;
      l_right_v <= right_valid;
    end
    if ((bit_count >= 0) && (bit_count <= 15))
      case (bit_count[3:0])
        4'h0: ac97_sdata_out <= 1'b1;       
        4'h1: ac97_sdata_out <= l_cmd_v;    
        4'h2: ac97_sdata_out <= l_cmd_v;    
        4'h3: ac97_sdata_out <= l_left_v;   
        4'h4: ac97_sdata_out <= l_right_v;  
        default: ac97_sdata_out <= 1'b0;
      endcase
    else if ((bit_count >= 16) && (bit_count <= 35))
      ac97_sdata_out <= l_cmd_v ? l_cmd_addr[35-bit_count] : 1'b0;
    else if ((bit_count >= 36) && (bit_count <= 55))
      ac97_sdata_out <= l_cmd_v ? l_cmd_data[55-bit_count] : 1'b0;
    else if ((bit_count >= 56) && (bit_count <= 75)) begin
      ac97_sdata_out <= l_left_v ? l_left_data[19] : 1'b0;
      l_left_data <= { l_left_data[18:0], l_left_data[19] };
    end
    else if ((bit_count >= 76) && (bit_count <= 95))
      ac97_sdata_out <= l_right_v ? l_right_data[95-bit_count] : 1'b0;
    else
      ac97_sdata_out <= 1'b0;
    bit_count <= bit_count+1;
  end  
  always @(negedge ac97_bit_clock) begin
    if ((bit_count >= 57) && (bit_count <= 76))
      left_in_data <= { left_in_data[18:0], ac97_sdata_in };
    else if ((bit_count >= 77) && (bit_count <= 96))
      right_in_data <= { right_in_data[18:0], ac97_sdata_in };
  end
endmodule
module ac97commands (
  input wire clock,
  input wire ready,
  output wire [7:0] command_address,
  output wire [15:0] command_data,
  output reg command_valid,
  input wire [4:0] volume,
  input wire [2:0] source
);
  reg [23:0] command;
  reg [3:0] state;
  initial begin
    command <= 4'h0;
    command_valid <= 1'b0;
    state <= 16'h0000;
  end
  assign command_address = command[23:16];
  assign command_data = command[15:0];
  wire [4:0] vol;
  assign vol = 31-volume;   
  always @(posedge clock) begin
    if (ready) state <= state+1;
    case (state)
      4'h0:  
        begin
          command <= 24'h80_0000;
          command_valid <= 1'b1;
        end
      4'h1:  
        command <= 24'h80_0000;
      4'h3:  
        command <= { 8'h04, 3'b000, vol, 3'b000, vol };
      4'h5:  
        command <= 24'h18_0808;
      4'h6:  
        command <= { 8'h1A, 5'b00000, source, 5'b00000, source};
      4'h7:  
        command <= 24'h1C_0F0F;
      4'h9:  
        command <= 24'h0E_8048;
      4'hA:  
        command <= 24'h0A_0000;
      4'hB:  
        command <= 24'h20_8000;
      default:
        command <= 24'h80_0000;
    endcase  
  end  
endmodule  
$ cat /design/flow/run.sh
#!/bin/bash
# OpenROAD 26Q1-2900-gdf79404cd8, Yosys 0.63+post, stock flow scripts
make -C /OpenROAD-flow-scripts/flow DESIGN_CONFIG=/design/flow/config.mk WORK_HOME=/design/flow/orfs finish
$ cat /design/flow/config.mk
export PLATFORM = sky130hd
export DESIGN_NAME = lab5audio
export DESIGN_NICKNAME = lab5audio
export VERILOG_FILES = /design/flow/design.v
export SDC_FILE = /design/flow/constraint.sdc
export NUM_CORES = 4
export LEC_CHECK = 1
export CORE_UTILIZATION = 30
$ cat /design/flow/constraint.sdc
current_design lab5audio

set clk_period 3.6
set clk_io_pct 0.2

create_clock -name clk0 -period $clk_period [get_ports {ac97_bit_clock}]
create_clock -name clk1 -period $clk_period [get_ports {clock_27mhz}]

set non_clock_inputs [all_inputs -no_clocks]
set_input_delay [expr $clk_period * $clk_io_pct] -clock clk0 $non_clock_inputs
set_output_delay [expr $clk_period * $clk_io_pct] -clock clk0 [all_outputs]
==> deck_impl_summary.md <==
Run Summary

Outcome
  • Status: complete, no violations

Logic synthesis
  • Mapped Area: 5790 µm²
  • Post-Synthesis Cells: 434
  • Yosys Instances: 434
  • Synth Register Bits: 136
  • Dominant cell area share: 0.399
  • Asr flop ratio synth: 0
  • Mean Syn Cell Area: 13.4 µm²
  • Ys flop type: edfxtp_1
  • Area leader, netlist: edfxtp_1
  • Seq share, synth: 0.603
  • Area reported by Yosys stat: 5790 µm²
  • EDFF count, synth: 77
  • Top area cell types: edfxtp_1, dfxtp_1, mux2_4
  • Distinct lib cells used: 51
  • YS warnings: 3

Clock tree
  • CTS tree: yes
  • Clk pin slew, worst setup/hold paths: 70 ps
  • Cts hold-fix bufs: 0
  • Sink Count: 136

Global route
  • Gr usage total: 0.103
  • First-pass GRT wire length: 15600 µm
  • Largest net degree at the start of global routing: 56
  • Vias in the first global route: 3122
  • Initial antenna violation count: 0
  • Total congestion overflow: 0

Pwr
  • Leak: 2.68 nW
  • Maximum vdd ir drop: 0.232 mV
  • Power, Total: 3.20 mW
  • Pwr Density: 456 nW/µm²

Floorplanning
  • Fp util: 0.308
  • I/O Pins: 49
  • Core footprint: 18800 µm²
  • Die width: 141 µm
  • Die Height: 141 µm
  • Die ar.: 19900 µm²
  • Cell row count: 50

Setup path
  • Critical Setup Path Class: register to primary output
  • CP required: 2880 ps
  • Reg2reg end: ac97.left_in_data[16]
  • CP startpoint: ac97.left_in_data[3]
  • Crit-path leading delay family: flip-flops
  • CP Cell Sequence: dlygate4sd2_1
  • Worst EP arrival: 2830 ps
  • R2R Path Start: ac97.bit_count[1]
  • R2R depth: 8
  • Critical path's largest stage delay: 380 ps
  • Worst path slowest cell: edfxtp_1
  • CP Launch Type: register
  • R2R Setup Slk: 200 ps
  • Critical Path Fanout Max: 2
  • Buf/Inv on CP: 1
  • Crit end category: primary output

Drt
  • 1st-pass router iterations: 4
  • Drt total wl: 9410 µm
  • Via density: 4.30
  • N_diodes: 0
  • DRC Markers: 0
  • Remaining antenna violation count: 0
  • Initial DRC count: 229
  • Vias: 3308
  • Per-cell routed wire length: 12.2 µm

Place
  • Place WS: 163 ps
  • RePlAce Congestion: 0.858
  • HPWL Detailed: 6450 µm
  • Placed Instance Area: 6440 µm²
  • Port Buffers: 47

Timing
  • RSZ-0062 raised after global routing: false
  • Final WS setup: 50.6 ps
  • Final setup violation count: 0
  • Relative slew margins: 0.542
  • Clock Skew: 69.9 ps
  • Slew Limit Fails: 0
  • Final hold vios: 0
  • Transition time of the tightest slew-check pin: 687 ps

Final layout
  • # fillers: 1753
  • Design area: 7030 µm²
  • Area Growth Syn to Fin: 21.2%
  • Share of cells above drive strength 1: 0.163

Worst hold path
  • Hold/Removal Path Class: register to register
  • Hold path start: ready_sync[0]
  • End point of the worst hold path: ready_sync[1]
  • Worst Hold Depth: 0

Flow run
  • OpenROAD warnings: 64
  • Max Cap Viol: 0
## cell usage after synthesis, types with 3 or more instances
library cell  instances
mux2i_1              10
a31oi_1               7
buf_4                19
nor2b_1               8
nor3_1               13
nand3_1              13
nand2b_1              6
or3_1                 3
nand2_1              21
xnor2_1               9
buf_2                 7
o31ai_1               3
inv_1                11
a21oi_1              15
buf_6                 8
dfxtp_1              59
mux2_4               20
nor4_1                3
nand4_1               5
o21ai_0              10
mux2_1               18
xor2_1                5
inv_2                 3
edfxtp_1             77
and3_1                3
mux4_2                3
ha_1                 23
nor2_1               22
nor3b_1               3
## routing by layer
metal / part of all wire / wire length, µm / GRT usage
met3: 0.053 / 498 / 0.0343
met2: 0.45 / 4210 / 0.153
met1: 0.48 / 4500 / 0.152
met4: 0.022 / 204 / 0.0223
met5: 0 / 0 / 0
## per-stage QoR
stage | util | hold slack (ps) | cells | TNS [ps]
after detailed placement | 0.342 | 316 | 717 | 0
after CTS | 0.372 | 340 | 768 | 0
after global placement | 0.342 | 322 | 717 | 0
after global routing | 0.373 | 345 | 769 | 0
after floorplan | - | 310 | 435 | -784
final | 0.373 | 337 | 769 | 0
## what timing repair did
action,in CTS,in global routing
setup buffers,8,1
endpoints found under the setup margin,18,4
gates resized,19,4
pin swaps,0,0
## worst max path at each step
stage	to	slack (ps)	depth (start not counted)
CTS	audio_in_data[4]	20	1
finish	audio_in_data[1]	50	1
global route	audio_in_data[1]	2	1
## logic make-up after synthesis
group                    share of synthesized area
XOR/XNOR                                    0.0212
other                                     0.000647
multiplexers                                 0.116
flip-flops                                   0.603
AND-OR/OR-AND                               0.0566
buffers and inverters                       0.0566
AND/OR/NAND/NOR                             0.0967
adder cells (fa/ha/maj)                     0.0497
## layout by cell type, fill, tap and decap left out, types with 4 or more instances in the layout
master and count:
nand2_1 21, o21ai_0 10, clkdlybuf4s50_1 29, a21oi_1 15, nor2_1 21, dfxtp_1 58, clkbuf_16 14, nand4_1 5
xnor2_1 9, ha_1 22, xor2_1 5, nor3_1 13, clkdlybuf4s15_1 5, nand2b_1 6, inv_1 29, nand3_1 13
nor2b_1 7, dlygate4sd2_1 13, buf_4 19, a31oi_1 7, mux2_1 18, mux2_4 20, edfxtp_1 77, inv_6 4
mux2i_1 10
## state kept, by name, summed over array words and instances, names as in the netlist, 3 cells and up
| register | cells |
|---|---|
| cmds.command | 14 |
| ac97.l_right_data | 18 |
| ac97.l_cmd_data | 8 |
| cmds.state | 4 |
| ac97.l_cmd_addr | 6 |
| ac97.left_in_data | 20 |
| reset_count | 10 |
| ready_sync | 3 |
| out_data | 18 |
| ac97.l_left_data | 20 |
| ac97.bit_count | 8 |
## cell type report
cell class	count	area, µm²	area share
Sequential cell	136	3490	0.497
Multi-Input combinational cell	249	2000	0.285
Timing Repair Buffer	67	617	0.0878
Clock buffer	14	350	0.0499
Tap cell	260	325	0.0463
Clock inverter	30	185	0.0264
Inverter	13	53.8	0.00766
## power breakdown
group          leakage, nW  total, mW  switching [mW]  internal, mW
registers             1.21       1.63         0.00240          1.63
clock network        0.337       1.53           0.686         0.847
logic                 1.13     0.0342         0.00794        0.0263
Power is estimated from default activity; no workload was simulated.
